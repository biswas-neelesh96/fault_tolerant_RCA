## ./config.mk

```make
export PLATFORM = sky130hd
export DESIGN_NAME = rca_ft
export DESIGN_NICKNAME = rca_ft
export VERILOG_FILES = /design/flow/design.v
export SDC_FILE = /design/flow/constraint.sdc
export NUM_CORES = 4
export LEC_CHECK = 1
export CORE_AREA = 10 10 70 70
export DIE_AREA = 0 0 80 80
```

## ./constraint.sdc

```tcl
current_design rca_ft

set clk_period 6.3
set clk_io_pct 0.2

create_clock -name clk0 -period $clk_period

set non_clock_inputs [all_inputs -no_clocks]
set_input_delay [expr $clk_period * $clk_io_pct] -clock clk0 $non_clock_inputs
set_output_delay [expr $clk_period * $clk_io_pct] -clock clk0 [all_outputs]
```

## ./design.v

```verilog
`timescale 1ns / 1ps
module fa(input x,y,cin, output  s,c);
wire t1,t2,t3;
ha h1(x,y,t1,t2);
ha h2(cin,t1,s,t3);
assign c=t2|t3;
endmodule
`timescale 1ns / 1ps
module ha(input x,y, output  s,c);
assign s=x^y;
assign c=x&y;
endmodule
`timescale 1ns / 1ps
module mux2to1(input a,b, input s,output y);
assign y=s?b:a;
endmodule
`timescale 1ns / 1ps
module rca_ft(input [3:0]a,b,
              input c1,
              input test,
              input is0,is1,is2,is3,is4,is5,
              input CS0,CS1,CS2,CS3,CS4,
              input SS0,SS1,SS2,SS3,
              input [4:0]A,B,
              output [3:0]s,
              output cout);
wire c_1,a0,b0;
wire a11,b11,a12,b12,a13,b13;
wire A0,A1,A2,A3,A4,B0,B1,B2,B3,B4;
mux2to1 t0 (c1,0,test,c_1);
mux2to1 t1 (A[0],a[0],test,A0);
mux2to1 t2 (B[0],b[0],test,B0);
mux2to1 m0 (a[1],a[0],is0,a11);
mux2to1 m1 (b[1],b[0],is1,b11);
mux2to1 m2 (a[2],a[1],is2,a12);
mux2to1 m3 (b[2],b[1],is3,b12);
mux2to1 m4 (a[3],a[2],is4,a13);
mux2to1 m5 (b[3],b[2],is5,b13);
mux2to1 t3 (A[1],a11,test,A1);
mux2to1 t4 (B[1],b11,test,B1);
mux2to1 t5 (A[2],a12,test,A2);
mux2to1 t6 (B[2],b12,test,B2);
mux2to1 t7 (A[3],a13,test,A3);
mux2to1 t8 (B[3],b13,test,B3);
mux2to1 t9 (A[4],a[3],test,A4);
mux2to1 t10 (B[4],b[3],test,B4);
fa f00 (A0,B0,c_1,S10,C10);
mux2to1 f01 (C10,c_1,CS0,C0);
fa f10 (A1,B1,C0,S11,C11);
mux2to1 f11 (C11,C10,CS1,C1);
fa f20 (A2,B2,C1,S12,C12);
mux2to1 f21 (C12,C11,CS2,C2);
fa f30 (A3,B3,C2,S13,C13);
mux2to1 f31 (C13,C12,CS3,C3);
fa f40 (A4,B4,C3,S14,C14);
mux2to1 f41 (C14,C13,CS4,cout);
mux2to1 s1 (S10,S11,SS0,s[0]);
mux2to1 s2 (S11,S12,SS1,s[1]);
mux2to1 s3 (S12,S13,SS2,s[2]);
mux2to1 s4 (S13,S14,SS3,s[3]);
endmodule
```

## ./run.sh

```bash
#!/bin/bash
# OpenROAD 26Q1-2900-gdf79404cd8, Yosys 0.63+post, stock flow scripts
make -C /OpenROAD-flow-scripts/flow DESIGN_CONFIG=/design/flow/config.mk WORK_HOME=/design/flow/orfs finish
```

==> CHANGELOG.md <==
## Implementation

* WL final at between 1500 and 2000 um
* Max Cap Viol at 0
* Placed Cells incl. Taps at about 130
* Internal at 0.0000588 W
* Worst Setup Start Kind: primary input
* Wl on met1 at between 600 and 700 um
* Setup TNS at 0 ns
* Worst Hold Class: primary input to primary output
* Clock power share at 0%
* Top-area cell share at about 29%
* Gpl congestion at approximately 0.75
* Ys cells at 47
* Ant diodes at 0
* First-pass GRT wire length at ~2400 um
* Worst setup path start: a[0]
* Drt pass-1 iters at 2
* Flop count at 0
* Via Count at 454
* Cell taking the most area after synthesis: mux2i_1
* Synth Area per Inst at roughly 9.5 sq um
* Wire per inst at 11.6 um
* Port bufs at around 40
* Tcrit/Tclk final at 95.9%
* Initial antenna violation count at 0
* Critical path fanouts, max at 2
* Max-slew violations at 0
* IO Pins at 40
* Post-synth top cells: mux2i_1 (13), a21oi_1 (5), fa_1 (5), nor2_1 (5)
* Fp_density at between 10% and 20%
* Worst Max-Slew Pin Slew at approximately 0.25 ns
* All-Layer GR Usage at approximately 4.7%
* Yosys warning count at 15
* Final setup violation count at 0
* Post-CTS Hold Fix Bufs at 0
* Sequential share of power at 0%
* Top-count cell post-synth: mux2i_1
* Die height at ~80 um
* Met3 Wirelength at between 150 and 200 um
* Static leakage at around 0.38 nW
* Initial detailed-routing violation count at 8
* Crit end category: primary output
* Number of global-route vias before repair at 541
* Unrepaired setup endpoints after global routing: no
* Grt ovf at 0
* Row count at 21
* FMAX at 166 MHz
* Switching part of the total at a little under a third
* Fin. Hold Viols at 0
* Arrival @ worst endpoint at about 4.8 ns
* Worst IR drop on VDD at between 0.03 and 0.04 mV
* Chip area at roughly 6400 sq um
* Comb power frac at around 100%
* Max_slew headroom at 82.5%
* Setup crit end: s[3]
* Non-filler cells in the finished layout at around 130
* Psw at 0.0000267 W
* Status: completed
* Clock Buffer Count at 0
* Post-synthesis instance area at about 440 sq um
* Distinct lib cells used at 14
* Cells after Synth at between 40 and 50
* Period minus WS final at 6.04 ns
* Core area at 3420 sq um
* DRC at 0
* Kind of critical path: primary input to primary output
* Top area cell types: mux2i_1 (29%), fa_1 (23%), mux2_2 (10%)
* Die width at approximately 80 um
* Highest layer used for signal routing: met3
* Final ANT Viol Nets at 0
* Log Warnings at 32
* WP data required at ~5.0 ns
* Dpl hpwl at 1460 um
* P&R area growth vs syn at 105%
* Post-synth area from yosys stat at roughly 440 sq um
* Met2 wire len at roughly 700 um
* Drt via density at ~3.4
* Cell Pwr Density at about 94 nW/um^2
* Largest net degree at the start of global routing at 8
* Register Area at 0 sq um
* Synth Seq Share at 0%
* Fraction of layout instances using a drive strength above 1 at ~22%
==> metal layers <==
| metal | up-vias | global-route usage (%) |
|---|---|---|
| li1 | 241 | - |
| met3 | 0 | 1.82 |
| met2 | 26 | 7.46 |
| met4 | 0 | 0 |
| met5 | - | 0 |
| met1 | 187 | 6.21 |
==> layout make-up <==
| class | count | area, sq um |
|---|---|---|
| inverters | 4 | 15.0 |
| multi-input cells | 37 | 383 |
| fillers | 371 | 2510 |
| repair buffers | 47 | 453 |
| well taps | 46 | 57.6 |
==> per-stage QoR <==
| step | power (W) | area (sq um) | hold WS (ns) | utilization, % | worst slack, ns |
|---|---|---|---|---|---|
| finish | 0.0000855 | 908 | 3.31 | 26.6 | 0.260 |
| global route | 0.0000972 | 908 | 3.38 | 26.6 | 0.0302 |
| CTS | 0.0000883 | 908 | 3.32 | 26.6 | 0.206 |
| detailed placement | 0.0000844 | 886 | 3.46 | 25.9 | -0.524 |
| global placement | 0.0000838 | 886 | 3.46 | 25.9 | -0.475 |
| floorplan | 0.0000429 | 444 | 2.55 | - | 0.604 |
==> worst max-delay path, cell delays in order <==
cell and delay (ns):
clkdlybuf4s50_1 0.42, mux2_2 0.29, fa_1 0.41, mux2_2 0.28
fa_2 0.35, mux2i_2 0.19, fa_2 0.24, mux2i_1 0.09
fa_2 0.35, o21ai_2 0.13, fa_1 0.42, a21oi_1 0.13
dlygate4sd2_1 0.22
==> repair_timing <==
action / CTS / global route
setup buffers: 1 / 0
endpoints found under the setup margin: 3 / 0
resized: 10 / 0
==> cell usage in the layout, fill, tap and decap left out, drive strengths merged <==
cell type	n
nand2	1
mux2i	13
dlygate4sd2	1
inv	4
o21ai	1
clkdlybuf4s50	38
a21oi	5
clkdlybuf4s15	1
nor2	5
fa	5
nor2b	1
mux2	6
buf	7
==> power by group through the flow <==
stage         clock, W  sequential [W]  combinational (W)
global route         0               0          0.0000972
finish               0               0          0.0000855
CTS                  0               0          0.0000883
==> kinds of logic (layout without fill, tap and decap cells) <==
family                   count (synthesis)  in the layout  synth area share (%)
AND-OR/OR-AND                            6              6                  6.76
multiplexers                            19             19                  45.3
AND/OR/NAND/NOR                          7              7                  8.17
buffers and inverters                   10             51                  17.2
adder cells (fa/ha/maj)                  5              5                  22.5
==> how the worst min path moves through the flow <==
stage,start,endpoint,slack (ns),cells past startpoint
final,SS3,s[3],3.31,3
after global routing,SS3,s[3],3.38,3
after CTS,SS3,s[3],3.32,3
Power and IR drop assume default switching activity.
